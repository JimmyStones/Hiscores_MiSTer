<file path="flow/design.v">
module nvram
#(
	parameter DUMPWIDTH=8,								 
	parameter CONFIGINDEX=3,								 
	parameter DUMPINDEX=4,								 
	parameter PAUSEPAD=4								 
)
(
	input										clk,
	input										paused,			 
	input										reset,
	input										autosave,		 
	input										ioctl_upload,
	output reg								ioctl_upload_req,
	input										ioctl_download,
	input										ioctl_wr,
	input		[24:0]						ioctl_addr,
	input		[7:0]							ioctl_index,
	output	[7:0]							ioctl_din,
	input		[7:0]							ioctl_dout,
	input										OSD_STATUS,
	output	[DUMPWIDTH-1:0]			nvram_address,
	input		[7:0]							nvram_data_out,
	output	reg							pause_cpu			 
);
wire				downloading_config;				 
reg				downloaded_config = 1'b0;		 
wire				downloading_dump;					 
reg				downloaded_dump = 1'b0;			 
wire				uploading_dump;					 
reg				extracting_dump = 1'b0;			 
assign downloading_config = ioctl_download && (ioctl_index==CONFIGINDEX);
assign downloading_dump = ioctl_download && (ioctl_index==DUMPINDEX);
assign uploading_dump = ioctl_upload && (ioctl_index==DUMPINDEX);
localparam SM_STATEWIDTH	 = 3;				 
localparam SM_IDLE	 = 0;
localparam SM_TIMER			 = 1;
localparam SM_EXTRACTINIT		 = 2;
localparam SM_EXTRACTREADY	 = 3;
localparam SM_EXTRACTNEXT	 = 4;
localparam SM_EXTRACTSAVE = 5;
localparam SM_EXTRACTCOMPLETE = 6;
reg	[(SM_STATEWIDTH-1):0]		state = SM_IDLE;			 
reg	[(SM_STATEWIDTH-1):0]		next_state = SM_IDLE;		 
reg	[31:0]							wait_timer;								 
reg										last_reset = 1'b0;		 
reg										last_OSD_STATUS;			 
reg	[7:0]								last_ioctl_index;			 
reg										last_ioctl_download = 0; 
reg	[DUMPWIDTH-1:0]				buffer_addr;
reg	[DUMPWIDTH-1:0]				buffer_length;
wire  [7:0]								buffer_data_in;
reg										buffer_write = 1'b0;
assign nvram_address = buffer_addr;
reg	[DUMPWIDTH-1:0]				compare_length = 1'b0;
reg										compare_nonzero = 1'b1;	 
reg										compare_changed = 1'b1;	 
wire [7:0] 								check_mask_out  ;
wire 										check_mask = check_mask_out[buffer_addr[2:0]]  ;
spram_hs #(.aWidth(DUMPWIDTH-3),.dWidth(8))
mask_ram (
	.clk(clk),
	.addr(downloading_config ? ioctl_addr[DUMPWIDTH-4:0] : buffer_addr[DUMPWIDTH-1:3]),
	.we(downloading_config && ioctl_wr),
	.d(ioctl_dout),
	.q(check_mask_out)
);
spram_hs #(.aWidth(DUMPWIDTH),.dWidth(8))
nvram_buffer (
	.clk(clk),
	.addr((downloading_dump || uploading_dump) ? ioctl_addr[DUMPWIDTH-1:0] : buffer_addr),
	.we(downloading_dump ? ioctl_wr : buffer_write),
	.d(downloading_dump ? ioctl_dout : nvram_data_out),
	.q(ioctl_din)
);
always @(posedge clk)
begin
	if ((last_ioctl_download != ioctl_download) && (ioctl_download == 1'b0))
	begin
		if (last_ioctl_index==CONFIGINDEX) downloaded_config <= 1'b1;
		if (last_ioctl_index==DUMPINDEX) downloaded_dump <= 1'b1;
	end
	last_ioctl_download <= ioctl_download;
	last_ioctl_index <= ioctl_index;
	last_OSD_STATUS <= OSD_STATUS;
	last_reset <= reset;
	if (last_reset == 1'b1 && reset == 1'b0)
	begin
		next_state <= SM_IDLE;
		state <= SM_IDLE;
		extracting_dump <= 1'b0;
		buffer_length <= (2**DUMPWIDTH) - 1'b1;
	end
	else
	begin
		if(last_OSD_STATUS==1'b0 && OSD_STATUS==1'b1 && extracting_dump==1'b0 && uploading_dump==1'b0)
		begin
			extracting_dump <= 1'b1;
			state <= SM_EXTRACTINIT;
		end
		if (extracting_dump == 1'b1)
		begin
			case (state)
				SM_EXTRACTINIT:  
					begin
						buffer_addr <= 1'b0;
						buffer_write <= 1'b0;
						compare_nonzero <= 1'b0;
						compare_changed <= 1'b0;
						compare_length <= 1'b0;
						pause_cpu <= 1'b1;
						state <= SM_TIMER;
						next_state <= SM_EXTRACTREADY;
						wait_timer <= PAUSEPAD;
						ioctl_upload_req <= 1'b0;
					end
				SM_EXTRACTREADY:
					begin
						buffer_write <= 1'b1;
						compare_length <= compare_length + 1'b1;
						state <= SM_EXTRACTNEXT;
					end
				SM_EXTRACTNEXT:
					begin
						if ((nvram_data_out != ioctl_din) && (downloaded_config == 1'b0 || check_mask == 1'b1))  
						begin
							compare_changed <= 1'b1;  
						end
						if (nvram_data_out != 8'b0)
						begin
							compare_nonzero <= 1'b1;  
						end
						buffer_write <= 1'b0;
						buffer_addr <= buffer_addr + 1'b1;
						if (compare_length == buffer_length)
						begin
							state <= SM_TIMER;
							next_state <= SM_EXTRACTSAVE;
							wait_timer <= PAUSEPAD;
						end
						else
						begin
							state <= SM_TIMER;
							next_state <= SM_EXTRACTREADY;
							wait_timer <= 1'b0;
						end
					end
				SM_EXTRACTSAVE:
					begin
						if (compare_changed == 1'b1 && compare_nonzero == 1'b1 && autosave == 1'b1)
						begin
							ioctl_upload_req <= 1'b1;
						end
						pause_cpu <= 1'b0;
						state <= SM_TIMER;
						next_state <= SM_EXTRACTCOMPLETE;
						wait_timer <= 4'd4;
					end
				SM_EXTRACTCOMPLETE:
					begin
						extracting_dump <= 1'b0;
						ioctl_upload_req <= 1'b0;
						state <= SM_IDLE;
					end
			endcase
		end
		if(state == SM_TIMER)  
		begin
			if (paused == 1'b0 || pause_cpu == 1'b1)
			begin
				if (wait_timer > 1'b0)
					wait_timer <= wait_timer - 1'b1;
				else
					state <= next_state;
			end
		end
	end
end
endmodule
module spram_hs #(
	parameter dWidth=8,
	parameter aWidth=8
)(
	input								clk,
	input			[aWidth-1:0]	addr,
	input			[dWidth-1:0]	d,
	input								we,
	output reg	[dWidth-1:0]	q
);
reg [dWidth-1:0] ram [2**aWidth-1:0];
always @(posedge clk) begin
	if (we) ram[addr] <= d;
	q <= ram[addr];
end
endmodule
</file>
<file path="flow/config.mk">
export PLATFORM = sky130hd
export DESIGN_NAME = nvram
export DESIGN_NICKNAME = nvram
export VERILOG_FILES = /design/flow/design.v
export SDC_FILE = /design/flow/constraint.sdc
export NUM_CORES = 4
export LEC_CHECK = 1
export CORE_UTILIZATION = 30
</file>
<file path="flow/constraint.sdc">
current_design nvram

set clk_period 60.5
set clk_io_pct 0.2

create_clock -name clk0 -period $clk_period [get_ports {clk}]

set non_clock_inputs [all_inputs -no_clocks]
set_input_delay [expr $clk_period * $clk_io_pct] -clock clk0 $non_clock_inputs
set_output_delay [expr $clk_period * $clk_io_pct] -clock clk0 [all_outputs]
</file>
<file path="flow/run.sh">
#!/bin/bash
# OpenROAD 26Q1-2900-gdf79404cd8, Yosys 0.63+post, stock flow scripts
make -C /OpenROAD-flow-scripts/flow DESIGN_CONFIG=/design/flow/config.mk WORK_HOME=/design/flow/orfs finish
</file>
==> summary.txt <==
outcome - completed
FF-to-FF Start - buffer_addr[0]$_SDFFCE_PN0P_
post-CTS setup buffer count - 0
clock power share - 0.399
internal power - 2730 µW
DRT antenna net count - 0
Setup CP Type - in -> reg
Vias - 56300
crit path DAT - 19590 ps
Worst-Margin Slew - 1120 ps
xor and xnor fraction of the mapped netlist area - 0.00185
aoi share - 0.0861
Adder-Cell Fraction of Synth Area - 0.000395
Num CTS Buffers - 234
Worst-path clk slew - 60 ps
cell taking the most area after synthesis - edfxtp_1
Pleak - 0.0346 µW
Post-synth regs - 2392
Port-buffer cells - 57
Vert. Die Dim - 564 µm
setup TNS - 0 ps
largest net degree at the start of global routing - 122
switch share - 0.234
initial antenna violation count - 3
r2r worst-path depth - 14
# H-tree levels - 4
IO Pins - 75
Max Clock Skew - 106 ps
Tot GR Track Use - 0.165
drt drc - 0
Worst Setup Start Kind - input port
Root Driver - clkbuf_16
gpl congestion - 0.920
Hold Crit Depth - 2
unrepaired setup endpoints after global routing - false
maximum fanout along the worst path - 65
final count of negative-setup-slack endpoints - 0
vias in the first global route - 58000
post-CTS resize count - 0
Max Cap Viol - 0
Simple-Gate Area Share - 0.103
DIE AREA - 319000 µm²
initial drt markers - 3945
yosys cell count - 6581
Cells after DPL - 10500
tool warnings - 52
Worst Hold Class - reg -> reg
Sinks on Clock Net - 2392
hold-fix buffers at CTS - 0
Pwr Density - 33.0 nW/µm²
fmax - 53.1 MHz
ys async rst share - 0
CP Capture Type - flip-flop
yosys synthesis warning count - 3
Area Growth Syn to Fin - 13.6%
endpoints failing hold - 0
cells after synthesis - 6581
die width - 564 µm
combinational share of power - 0.079
vias per cell - 5.15
Avg Cell Area, Syn - 14.4 µm²
WL/cell - 22.7 µm
Final Slew Violations - 0
RR Endpoint - nvram_buffer.q[5]$_DFF_P_
top area contributor share - 0.746
global-route wire length before repair - 369000 µm
Commonest flop - edfxtp_1
clk latency late pin - 890 ps
TritonRoute pass-1 iters - 5
Post-synth seq share - 0.753
switching power - 833 µW
worst vdd ir - 0.0000283 V
Min-Delay Startpoint - next_state[1]$_SDFFE_PP0P_
internal reg-to-reg setup slack - 53400 ps
row cnt - 206
Remaining Overflow, GRT - 0
sequential share of power - 0.523
Slew HR - 0.247
total wire length after detailed routing - 248000 µm
MUX share of area - 0.0332
period utilisation layout - 0.311
core box area - 315000 µm²
Cell Area, Synth - 94900 µm²
synth unique cells - 71
non-filler cells, final - 10900
Clock Path Buffers - 3
Final HPWL DP - 150000 µm
Synth logic family - simple AND/OR/NAND/NOR gates
Top area cell types - edfxtp_1, nand2_1, mux2i_1, nand3_1, nor2_1
share of post-route cells with drive strength above 1 - 0.0859
CP Data Required Time - 61270 ps
Min-Delay Endpoint - next_state[1]$_SDFFE_PP0P_
CTS tree - done
count of library flops with an enable pin - 2358
Yosys chip area - 94900 µm²
Starting Density - 0.302
crit path time final - 18820 ps
[layout make-up]
cell class	count	area, µm²
Multi-Input combinational cell	3709	21600
Timing Repair Buffer	214	1820
Sequential cell	2392	71500
Fill cell	29100	207000
Clock buffer	314	6260
Inverter	22	82.6
Clock inverter	124	1310
Tap cell	4160	5200
Antenna cell	2	5.00
[cell usage in the layout, fill, tap and decap left out, types with 136 or more instances in the layout]
master	instances
buf_4	151
nand2_1	1221
mux2i_1	282
edfxtp_1	2358
nor2_1	409
a21oi_1	153
clkbuf_16	236
and3_1	136
nand3_1	313
a31oi_1	206
[critical path: stages]
cell and delay [ps]:
clkdlybuf4s50_1 580, or4b_1 650, o31ai_4 130, buf_4 330
nand2_4 510, buf_4 670, buf_4 610, buf_4 690
buf_4 560, buf_4 560, nand2_1 120, a32oi_1 340
nand3_1 190, and4_1 240, a41oi_1 620, or4_1 380
[synthesized netlist by cell type, drive strengths merged (14+ instances only)]
| cell | instances |
|---|---|
| xnor2 | 17 |
| a211oi | 113 |
| a31oi | 207 |
| a31o | 34 |
| edfxtp | 2358 |
| a221oi | 115 |
| and4 | 23 |
| a21oi | 156 |
| mux2i | 283 |
| a21o | 21 |
| nor2 | 411 |
| a311oi | 111 |
| o21ai | 73 |
| a22oi | 33 |
| nand4 | 26 |
| a32oi | 43 |
| a41oi | 15 |
| nand2 | 1224 |
| nor4 | 42 |
| or2 | 14 |
| o22ai | 34 |
| buf | 195 |
| mux2 | 24 |
| and3 | 136 |
| inv | 22 |
| dfxtp | 34 |
| or4 | 26 |
| a221o | 32 |
| a22o | 71 |
| o31ai | 24 |
| nand3 | 315 |
| clkbuf | 263 |
[state kept, by name, summed over array words and instances (netlist names)]
name,count
compare_changed,1
extracting_dump,1
mask_ram.ram,256
compare_length,8
buffer_addr,8
next_state,3
compare_nonzero,1
pause_cpu,1
downloaded_config,1
nvram_buffer.q,8
state,3
mask_ram.q,8
buffer_write,1
last_ioctl_download,1
last_ioctl_index,8
ioctl_upload_req,1
wait_timer,32
last_OSD_STATUS,1
nvram_buffer.ram,2048
last_reset,1
[power groups by stage]
stage	Combinational (µW)	Sequential [µW]	Clock (µW)
after CTS	280	1860	1440
after global routing	305	1860	1510
final	280	1860	1420
[worst max path at each step]
stage | start | to | slack (ps)
after CTS | ioctl_index[0] | nvram_buffer.q[5]$_DFF_P_ | 41690
after global routing | ioctl_index[0] | nvram_buffer.q[5]$_DFF_P_ | 41330
final | ioctl_index[0] | nvram_buffer.q[5]$_DFF_P_ | 41680
[stage by stage]
stage	total power [µW]	cell area (µm²)	setup WS, ps	util	hold slack, ps
6_report	3560	108000	41680	0.343	477
3_3_place_gp	2170	100000	40800	0.318	455
4_1_cts	3580	108000	41690	0.343	478
2_1_floorplan	2060	94900	44800	-	436
5_1_grt	3670	108000	41330	0.343	496
3_5_place_dp	2170	100000	40750	0.318	462
[layer usage]
layer  global-route usage  up-vias  share of wire
li1                     -    25400              -
met1                0.198    27700           0.36
met2                0.245     2820           0.46
met3                0.107      475           0.15
met4               0.0521       10          0.038
met5              0.00938        -         0.0017
[cells by family (layout without fill, tap and decap cells)]
kind of cell / after synthesis / after routing
xor gates and xnor gates: 20 / 20
buffers and inverters: 480 / 674
AOI/OAI and AO/OA: 1116 / 1116
and+or+nand+nor: 2260 / 2260
other: 1 / 3
adders and majority gates: 3 / 3
muxes: 309 / 309
DFF: 2392 / 2392
No activity file was given, so power comes from the tool's default toggle rates.
